<file path="/design/flow/config.mk">
export PLATFORM = sky130hd
export DESIGN_NAME = atomic_counters
export DESIGN_NICKNAME = atomic_counters
export VERILOG_FILES = /design/flow/design.v
export SDC_FILE = /design/flow/constraint.sdc
export NUM_CORES = 4
export LEC_CHECK = 1
export CORE_UTILIZATION = 40
</file>
<file path="/design/flow/constraint.sdc">
current_design atomic_counters

set clk_period 4.7
set clk_io_pct 0.2

create_clock -name clk0 -period $clk_period [get_ports {clk}]

set non_clock_inputs [all_inputs -no_clocks]
set_input_delay [expr $clk_period * $clk_io_pct] -clock clk0 $non_clock_inputs
set_output_delay [expr $clk_period * $clk_io_pct] -clock clk0 [all_outputs]
</file>
<file path="/design/flow/design.v">
module atomic_counters (
  input                   clk,
  input                   reset,
  input                   trig_i,
  input                   req_i,
  input                   atomic_i,
  output logic            ack_o,
  output logic[31:0]      count_o
);
  logic [63:0] count_q;
  logic [63:0] count;
  always_ff @(posedge clk or posedge reset)
    if (reset)
      count_q[63:0] <= 64'h0;
    else
      count_q[63:0] <= count;
  logic isAtomic;
  logic isFirstReq;
  logic isSecondReq;
  logic [31:0] upperHalf;
  assign count = (trig_i) ? count_q + 1'b1 : count_q;
  always_ff @(posedge clk)
    isAtomic <= (isFirstReq | isAtomic) & ~isSecondReq;
  assign isFirstReq = req_i & atomic_i;
  assign isSecondReq = req_i & ~atomic_i & isAtomic;
  always_ff @(posedge clk)
    if(isFirstReq)
      upperHalf <= count[63:32];
  	else
      upperHalf <= upperHalf;
  always_ff @(posedge clk)
    if(isFirstReq) begin
      count_o <= count[31:0];
  		ack_o <= 1'b1;
    end
  	else if(isSecondReq) begin
    	count_o <= upperHalf;
    	ack_o <= 1'b1;
  	end
  	else begin
      count_o <= 32'h0;
      ack_o <= 1'b0;
    end
endmodule
</file>
<file path="/design/flow/run.sh">
#!/bin/bash
# OpenROAD 26Q1-2900-gdf79404cd8, Yosys 0.63+post, stock flow scripts
make -C /OpenROAD-flow-scripts/flow DESIGN_CONFIG=/design/flow/config.mk WORK_HOME=/design/flow/orfs finish
</file>
==> summary.txt <==
This note records the results obtained with Yosys and OpenROAD.

Status
The run finished with clean final reports.

CTS
After clock tree synthesis, the clock-pin slew on the worst setup and hold paths is 0.06 ns. The post-CTS repair timing setup buffer count is 0. The CTS tree is built. Gates resized during post-CTS repair numbered 0. CTS built an H-tree with a depth of 4. The buffer depth of the longest clock path is 2.

The number of clock buffers inserted by TritonCTS is 17. Counting every sink on the clock net gives 130. The later-pin clock latency in the skew report is just over 0.4 ns.

The buffer cell driving the clock tree root is sky130_fd_sc_hd__clkbuf_16. The quantity of hold-fixing buffers added after cts is 0.

Route
Wires add up to 10.23 mm. The starting DRC count in detailed routing is 230. The number of vias after detailed routing is 3220.

The script parses the final routing iteration and logs DRC violations as 0. After detailed routing, the number of vias per cell comes to 5.185. The average wire length per cell after detail routing is 16.47 um.

In the routed netlist, the antenna diode instances number 0. According to the report, the first pass of detailed routing completed in 4 iterations. The count of antenna-violating nets left after detailed routing is 0.

Synth
For this run, the register share of the synthesized area comes to 64.64%. Counting distinct cell types in the post-synthesis netlist gives 35. The register bit total from synthesis is 130. The library cell with the largest summed area after synthesis is sky130_fd_sc_hd__dfrtp_1. The number of cells reported by Yosys stat comes to roughly 390. The main area contributors are sky130_fd_sc_hd__dfrtp_1 32%, sky130_fd_sc_hd__edfxtp_1 20%, sky130_fd_sc_hd__dfxtp_1 13%. The mean instance size in the synthesized netlist is 12.90 um^2. The predominant post-synthesis flop cell is sky130_fd_sc_hd__dfrtp_1. The fraction of synthesized cell area taken by the top area cell type is 31.82%.

In this run the cell area of the synthesized design comes to 0.005032 mm^2. The synthesized netlist has a Yosys-reported chip area of a little over 0.005 mm^2. The gate count of the mapped netlist is 390. Counting flops with a built-in enable in the synthesized netlist gives 33. The fraction of synthesis flops using an asynchronous set or reset pin is 49.23%. The count of warnings emitted by yosys is 1.

STA
On the final layout, the worst clock skew is about 0.0083 ns. The flow reports an fmax of approximately 320 MHz. Max-slew check failures listed in the final report amount to 0.

In the finished design, the share of the clock period the worst path needs comes to 65.69%. Adding up every negative setup slack in the final design gives 0 ns. Checking max transition, the worst relative margin is 49.31%. Per the final timing report, the hold violations number 0. Looking at the max-slew report, the worst-margin pin has a slew of 0.7604 ns. The critical path in the final layout is reported with a setup slack of around 1.6 ns. Setup repair after global routing left no endpoint under its margin. After layout, the minimum clock period comes to 3.088 ns. The total of endpoints with negative setup slack in the final report is 0.

Global routing
The maximum number of pins on one net before global-route repair is 65. The via count of the first global-routing pass came to about 3200. The first-pass GRT wire length is around 17 mm. Global routing finished with a remaining overflow of 0. For this run, the total global-route usage over all layers was measured as 17.76%.

The initial antenna violation count is 0.

Critical path
In the setup report, the worst path falls into the class input pin to register. The STA report counts the stages on the worst setup path as 6. The worst setup path is captured at a register. The critical-path maximum fanout is 6. The stage delay of the slowest cell on the critical path is 0.59 ns.

The capture point of the worst register-to-register path is recorded as upperHalf[31]. The report lists the cells along the critical path as clkdlybuf4s50_1 > nand3_1 > nor4_1 > nand3_1 > nor4_1 > xor2_1. The cell with the largest stage delay on the worst path is sky130_fd_sc_hd__clkdlybuf4s50_1. The minimum setup slack among reg-to-reg paths is 2.11 ns. The worst register-to-register path begins at count_q[22]. The timing report notes that buffer and inverter cells on the critical path total 1.

The logic depth of the worst register-to-register path is 5. The worst endpoint required time is 4.84 ns. The critical path arrival is approximately 3.2 ns. The type of element launching the critical path is an input pin. The family with the most delay on the worst path is simple AND/OR/NAND/NOR gates. In this run the worst setup path begins at trig_i.

Pwr
The leakage power total is 2.551 nW. The peak supply drop is 0.2140 mV. Per the summary, power density relative to cell area is between 400 and 500 mW/mm^2.

Floorplan
The floorplan step defined a die boundary enclosing 0.01303 mm^2. The initial utilization of the core area, before any placement, comes to between 40% and 50%. The die is around 110 um wide. The number of rows in the core area is 40. The number of top-level design ports is 38. From bottom edge to top edge, the die measures 114.2 um. The core area is 0.01216 mm^2.

Place
The final weighted congestion recorded by global placement is 0.8776. The count of port buffers added during placement is 37. In the placement report, post-DP HPWL is listed as 6.496 mm. The post-placement setup slack is 1.181 ns.

Final layout
The layout overhead on the synthesized area is 23.69%. The post-route netlist has 10.82% of its cells at a drive strength greater than 1. Per the cell usage report, the commonest logic cells after layout are 64 x sky130_fd_sc_hd__dfrtp_1, 37 x sky130_fd_sc_hd__clkdlybuf4s50_1, 33 x sky130_fd_sc_hd__xnor2_1, 33 x sky130_fd_sc_hd__edfxtp_1, 33 x sky130_fd_sc_hd__dfxtp_1. Counting only logic cells after layout, the most numerous master is sky130_fd_sc_hd__dfrtp_1.

Flow run
Per the run summary, max-cap violations total 0. Warnings raised by the tools during the run amount to 25.

Min path
The cell count of the worst hold path is 1. The kind of path behind the tightest hold check is register to register. The startpoint identified for the worst hold timing path is upperHalf[10]. The end of the worst hold path is count_o[10].
[worst reg2reg max path, cell delays in order, from the launching register on]
cell and delay [ns]:
sky130_fd_sc_hd__dfrtp_1 0.41, sky130_fd_sc_hd__nand4_1 0.19, sky130_fd_sc_hd__nor4_2 0.70, sky130_fd_sc_hd__nand4_1 0.51, sky130_fd_sc_hd__nor3_1 0.38, sky130_fd_sc_hd__xor2_1 0.13
[worst max path at each step]
stage	endpoint
after CTS	upperHalf[29]
after global routing	upperHalf[21]
final	upperHalf[29]
[cell type report]
type,count,area [um^2]
sequential,130,3253
clock inverter,14,187.7
inverter,11,41.29
timing repair buffer,40,392.9
fill,1028,5937
multi-input combinational,240,1700
clock buffer,18,439.2
tap,168,210.2
[per-stage QoR]
step	power [mW]	cells	hold WS, ns	instance area (um^2)	utilization (%)
after global routing	2.895	621	0.4765	6225	51.18
after floorplan	1.358	390	0.4325	5032	-
after detailed placement	1.439	589	0.4510	5598	46.03
after CTS	2.810	621	0.4625	6225	51.18
final	2.787	621	0.4601	6225	51.18
after global placement	1.438	589	0.4503	5598	46.03
[where the power goes]
group | total, mW | internal (mW) | leakage, nW | switching, mW
Combinational | 0.153 | 0.0824 | 0.857 | 0.0707
Sequential | 1.26 | 1.22 | 1.39 | 0.0446
Clock | 1.37 | 0.897 | 0.299 | 0.473
[Yosys cell counts, types with 19 or more instances]
master                     count
sky130_fd_sc_hd__xor2_1       30
sky130_fd_sc_hd__dfxtp_1      33
sky130_fd_sc_hd__edfxtp_1     33
sky130_fd_sc_hd__dfrtp_1      64
sky130_fd_sc_hd__nand4_1      25
sky130_fd_sc_hd__a22o_1       32
sky130_fd_sc_hd__nand3_1      19
sky130_fd_sc_hd__nand2_1      23
sky130_fd_sc_hd__xnor2_1      33
sky130_fd_sc_hd__nor2_1       19
[logic make-up (layout without fill, tap and decap cells)]
family / after synthesis / in the layout / share of synthesized area [%]
simple gates: 142 / 142 / 16.56
mux: 1 / 1 / 0.2238
fa+ha+maj: 1 / 1 / 0.2486
flops: 130 / 130 / 64.64
xor+xnor: 63 / 63 / 10.96
buf+inv: 20 / 83 / 1.641
compound gates: 33 / 33 / 5.719
[sequential cells by signal (all words and copies together) (netlist names), named ones only]
name and count:
count_q 64, count_o 32, upperHalf 32, ack_o 1
[metal layers]
layer	routed length [um]	GRT usage, %
met1	4822	29.29
met2	4673	25.82
met3	563	4.477
met4	170	2.684
met5	0	0
Power figures rest on the tool's default switching activity, not on a simulated workload.
