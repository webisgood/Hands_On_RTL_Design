==> /design/flow/design.v <==
module single_cycle_arbiter #(
  parameter N = 32
) (
  input   logic          clk,
  input   logic          reset,
  input   logic [N-1:0]  req_i,
  output  logic [N-1:0]  gnt_o
);
  assign gnt_o = req_i ^ (req_i & (req_i - 1'b1));
endmodule
==> /design/flow/run.sh <==
#!/bin/bash
# OpenROAD 26Q1-2900-gdf79404cd8, Yosys 0.63+post, stock flow scripts
make -C /OpenROAD-flow-scripts/flow DESIGN_CONFIG=/design/flow/config.mk WORK_HOME=/design/flow/orfs finish
==> /design/flow/config.mk <==
export PLATFORM = sky130hd
export DESIGN_NAME = single_cycle_arbiter
export DESIGN_NICKNAME = single_cycle_arbiter
export VERILOG_FILES = /design/flow/design.v
export SDC_FILE = /design/flow/constraint.sdc
export NUM_CORES = 4
export LEC_CHECK = 1
export CORE_AREA = 10 10 70 70
export DIE_AREA = 0 0 80 80
==> /design/flow/constraint.sdc <==
current_design single_cycle_arbiter

set clk_period 7.8
set clk_io_pct 0.2

create_clock -name clk0 -period $clk_period

set non_clock_inputs [all_inputs -no_clocks]
set_input_delay [expr $clk_period * $clk_io_pct] -clock clk0 $non_clock_inputs
set_output_delay [expr $clk_period * $clk_io_pct] -clock clk0 [all_outputs]
==> qor.yml <==
setup_path:
  arrival_ns: 3.80
  worstSetupPathType: "in2out"
  endpoint_kind: "primary output"
  worstPathRequired_ns: 6.24
  cp-start-kind: "input port"
  critPathMaxFanout: 16
outcome:
  status: "finished clean"
synthesis:
  synth.top_cell.area_share_pct: 12.23
  synth_area_per_cell_sq_um: 6.139
  yosys.cell_types.count: 24
  top_area_cell: "nor2_1"
  yosys_warnings: 0
  ys_seq_share_pct: 0
  yosysChipArea_sq_um: 460.4
  area_leaders: "nor2_1, nor4_1, nor3_1, nand2_1, and3_1"
  ys_cells: 75
  syn_inst: 75
  netlist_area_sq_um: 460.4
power:
  vdd.ir_drop.worst_uv: 11.59
  finalPower_uw: 29.98
  p_leak_uw: 0.0003943
  p_per_area_mw_per_mm2: 26.30
final_timing:
  finalSetupViolCount: 0
  finalSetupTns_ns: 0
  finalCritPeriodShare_pct: 68.75
  max_freq_mhz: 186.5
  period_needed_ns: 5.363
  maxSlewHeadroom_pct: 62.89
  maxSlewViolCount: 0
  worst_slew_pin_slew_ns: 0.5520
  rsz0062_at_grt: "no"
  hold_viol: 0
global_routing:
  gr-usage-all-layers_pct: 7.227
  grt_first_pass_wirelength_mm: 3.891
  antenna_found_initial: 0
  grt.overflow.total: 0
  grt_pass1_vias: 813
  grt_max_degree: 17
place:
  hpwl_mm: 2.183
  place.gp.congestion: 0.7665
  dp.cells: 183
  portBuffers: 64
die:
  core-area_sq_mm: 0.003416
  die_area_sq_mm: 0.006400
  die_w_um: 80
  die_y_um: 80
  rows: 21
  io_pins: 66
  core_util_floorplan_pct: 13.48
clock_tree:
  postCtsHoldBufs: 0
  post_cts_resize_count: 0
  cts_setup_buffers: 0
layout:
  fin_cells: 183
  nFillCells: 363
  syn2layout_area_growth_pct: 147.6
  drive_gt1_share_pct: 4.380
  ff_count: 0
  regArea_sq_um: 0
  nClkBuffers: 0
drt:
  vias: 775
  drt-pass1-iter-count: 4
  drcViolationCount: 0
  vias_per_cell: 4.235
  drtIter0Drc: 7
  avgRoutedWirePerCell_um: 13.29
  finalWirelength_mm: 2.432
  diodes: 0
  ant_nets: 0
run:
  drv_cap: 0
  warnings: 34
worst_hold_path:
  hold_class: "in2out"
## Yosys cell counts
cell / number
nor3_1: 7
nand4_1: 1
and3_1: 4
nand3_1: 4
buf_4: 1
nor3_2: 1
nand4b_1: 2
nor4_1: 9
nor3b_1: 3
nor4b_1: 1
inv_1: 5
nand3b_1: 2
buf_6: 1
nor4_2: 2
or4_4: 1
and4_1: 1
nor2b_1: 1
nand4b_4: 1
nand2_1: 7
nand2b_1: 1
and2_1: 2
nor2_1: 15
nor3b_2: 1
and3b_1: 2
## cells in the final DEF, fill, tap and decap left out
master           instances
clkdlybuf4s50_1         64
nor2_1                  15
nor4_1                   9
nand2_1                  7
nor3_1                   7
inv_1                    5
nand3_1                  4
and3_1                   4
nor3b_1                  3
nor4_2                   2
nand3b_1                 2
nand4b_1                 2
and3b_1                  2
and2_1                   2
or4_4                    1
nand4b_4                 1
nor3_2                   1
nand2b_1                 1
nor3b_2                  1
nand4_1                  1
nor4b_1                  1
and4_1                   1
nor2b_1                  1
## worst paths after layout
path / startpoint / end / slack [ns] / depth (start not counted)
max: req_i[0] / gnt_o[31] / 2.44 / 5
min: req_i[31] / gnt_o[31] / 4.01 / 4
## metal layers
layer  global-route usage, %  routed length, um  up-vias
met5                       0                  0        -
met4                       0                  0        0
met3                   4.318                372        0
met2                   11.56               1093       36
met1                   8.635                966      333
li1                        -                  -      406
## worst max-delay path, stage by stage
cell and delay, ns:
clkdlybuf4s50_1 0.48, or4_4 0.53, nand4b_4 0.34, nor4_1 0.37, clkdlybuf4s50_1 0.52
## stage by stage
| stage | area [sq um] | setup slack (ns) | hold WS (ns) | util (%) |
|---|---|---|---|---|
| after CTS | 1140 | 2.410 | 4.021 | 33.37 |
| after detailed placement | 1140 | 2.435 | 4.012 | 33.37 |
| final | 1140 | 2.437 | 4.015 | 33.37 |
| after floorplan | 460.4 | 3.628 | 3.133 | - |
| after global placement | 1140 | 2.440 | 4.026 | 33.37 |
| after global routing | 1140 | 2.257 | 4.082 | 33.37 |
## final cells by class
cell class | instances | area, sq um | share of cell area [%]
multi-input combinational | 68 | 422.9 | 37.10
tap | 46 | 57.56 | 5.049
inverter | 5 | 18.77 | 1.647
timing repair buffer | 64 | 640.6 | 56.20
## report_power, final
part | switching [uW] | total, uW | internal (uW)
sequential | 0 | 0 | 0
combinational | 10.8 | 30.0 | 19.2
clock | 0 | 0 | 0
total | 10.8 | 30.0 | 19.2
## logic make-up (layout without fill, tap and decap cells)
logic type / Yosys count / after routing / share of synthesized area (%)
buffers and inverters: 7 / 69 / 8.153
and+or+nand+nor: 68 / 68 / 91.85
Power is estimated from default activity; no workload was simulated.
