--- /design/flow/design.v ---
module edge_capture (
  input   logic        clk,
  input   logic        reset,
  input   logic [31:0] data_i,
  output  logic [31:0] edge_o
);
  logic [31:0] negEdge;
  logic [31:0] data_q;
  logic [31:0] edge_q;
  always_ff @(posedge clk or posedge reset) begin
    if(reset)
      data_q <= 32'h0;
    else
      data_q <= data_i;
  end
  assign negEdge = data_q & ~data_i;
  always_ff @(posedge clk or posedge reset) begin
    if(reset)
      edge_q <= 32'h0;
    else if(|negEdge)
      edge_q <= edge_q | negEdge;
    else
      edge_q <= edge_q;
  end
  assign edge_o = (|(data_q & ~data_i)) ? (edge_q | negEdge) : edge_q;
endmodule
--- /design/flow/run.sh ---
#!/bin/bash
# OpenROAD 26Q1-2900-gdf79404cd8, Yosys 0.63+post, stock flow scripts
make -C /OpenROAD-flow-scripts/flow DESIGN_CONFIG=/design/flow/config.mk WORK_HOME=/design/flow/orfs finish
--- /design/flow/config.mk ---
export PLATFORM = sky130hd
export DESIGN_NAME = edge_capture
export DESIGN_NICKNAME = edge_capture
export VERILOG_FILES = /design/flow/design.v
export SDC_FILE = /design/flow/constraint.sdc
export NUM_CORES = 4
export LEC_CHECK = 1
export CORE_UTILIZATION = 40
--- /design/flow/constraint.sdc ---
current_design edge_capture

set clk_period 1.0
set clk_io_pct 0.2

create_clock -name clk0 -period $clk_period [get_ports {clk}]

set non_clock_inputs [all_inputs -no_clocks]
set_input_delay [expr $clk_period * $clk_io_pct] -clock clk0 $non_clock_inputs
set_output_delay [expr $clk_period * $clk_io_pct] -clock clk0 [all_outputs]
==> flow_summary_export.csv <==
group,metric,value,unit
logic_synthesis,ys_seq_frac,0.815,
grt,grt_pass1_vias,1219,
routing,antenna_left,0,
cells_and_area,fin_cells,305,
final_timing,slew_violations,0,
place,gp_congestion,0.695,
grt,grt_max_degree,25,
power_and_ir_drop,total_power,0.00502,W
logic_synthesis,synth-seq-cells,64,
routing,drc,0,
routing,wl,3.27,mm
power_and_ir_drop,p_per_area,1690,mW/mm²
job,warnings,27,
final_timing,rsz0062_at_grt,"yes",
final_timing,fin_crit_sh,1.17,
outcome,violations,"negative setup slack",
setup_path,path_max_fanout,2,
cts,h-tree-depth,3,
floorplan,rows,25,
logic_synthesis,syn-cell-area,0.00197,mm²
routing,via_count,1249,
routing,drtIter0Drc,45,
setup_path,crit_slowest_cell,"dfrtp_1",
final_timing,hold_violations,0,
power_and_ir_drop,ir_drop,1.08,mV
routing,first_pass_iters,4,
power_and_ir_drop,p_leak,1.42,nW
floorplan,chip_area,0.00520,mm²
setup_path,start_kind,"flop",
logic_synthesis,yosysWarnings,1,
floorplan,fp_util,0.416,
floorplan,ios,66,
final_timing,finalCriticalPeriod,1.17,ns
cells_and_area,final_layout_size_suffix_gt1_frac,0.307,
final_timing,relSlewSlack,0.906,
logic_synthesis,yosysChipArea,0.00197,mm²
setup_path,critical_path_required,0.80,ns
floorplan,die_w,72.1,µm
logic_synthesis,synth_area_per_cell,15.2,µm²
cts,clk-insertion-delay-late,0.33,ns
cts,max-clock-path-buffers,2,
routing,viasPerCell,4.10,
logic_synthesis,synth_cell_type_count,3,
grt,grt.total_usage,0.140,
routing,antenna_cells,0,
cts,clock-sinks,64,
cells_and_area,area_delta_synth_final,51.3,%
min_path,hp-class,"primary input to flop",
setup_path,end_kind,"output port",
cts,numCtsBuffers,9,
cts,clock-root-buffer,"clkbuf_8",
setup_path,critPathTopFamily,"flip-flops",
grt,grt_overflow,0,
cells_and_area,final_util,0.630,
job,drv_cap,0,
final_timing,finClkSkew,0.00560,ns
grt,antenna_found_initial,0,
grt,grt_pass1_wl,5.40,mm
setup_path,cp_cell_sequence,"a21o_1 > buf_2",
final_timing,fmax,854,MHz
logic_synthesis,syn_inst,129,
routing,drt-wirelength-per-cell,10.7,µm
outcome,status,"finished, violations left",
floorplan,fp.dieH,72.1,µm
floorplan,core_area,0.00472,mm²
setup_path,critPathBufInv,1,
place,preCtsSetupSlack,-0.539,ns
place,placed_cells,268,
place,place_hpwl,2.26,mm
final_timing,worst_pin_slew,0.141,ns
logic_synthesis,ys_cells,129,
place,portBuffers,65,
setup_path,worstSetupPathType,"flop to output port",
final_timing,timing.final.ws_setup,-0.171,ns
setup_path,crit_arrival,0.97,ns
final_timing,finalSetupViolations,32,
setup_path,cpPeakStageDelay,0.37,ns
cts,path_clk_slew,0.06,ns
cts,cts_tree,"yes",
## worst register-to-register path, delay by kind of cell (launching register included)
kind	cells	cell delay, ns
compound gates	1	0.16
buf+inv	3	0.34
flops	1	0.37
## cells by family after synthesis
group / share of synthesized area
compound gates: 0.122
buf+inv: 0.0630
flops: 0.815
## where the power goes
group | switching, W | leakage, nW | internal [W]
logic | 0.000103 | 0.665 | 0.000112
registers | 0.0000182 | 0.653 | 0.00266
clock network | 0.000851 | 0.103 | 0.00128
## worst paths after layout
| kind | startpoint | endpoint | slack (ns) | depth (start not counted) |
|---|---|---|---|---|
| worst max-delay path | data_q[28]$_DFF_PP0_ | edge_o[28] | -0.17 | 2 |
| worst min-delay path | data_i[2] | data_q[2]$_DFF_PP0_ | 0.02 | 1 |
| worst max register to register | data_q[7]$_DFF_PP0_ | edge_q[7]$_DFF_PP0_ | 0.03 | 4 |
| worst min register to register | edge_q[15]$_DFF_PP0_ | edge_q[15]$_DFF_PP0_ | 0.45 | 1 |
| max in group asynchronous | reset | data_q[11]$_DFF_PP0_ | 0.53 | 3 |
| min in group asynchronous | reset | edge_q[29]$_DFF_PP0_ | 0.31 | 3 |
## cell usage in the layout, fill, tap and decap left out, drive strengths merged
cell type	count
clkinvlp	1
bufinv	1
dlygate4sd2	28
a21o	32
buf	58
dlymetal6s2s	4
clkbuf	13
inv	32
clkdlybuf4s50	1
dlygate4sd3	2
dfrtp	64
clkinv	2
## cell usage after synthesis
library cell / n / area, µm²
inv_1: 33 / 124
dfrtp_1: 64 / 1600
a21o_1: 32 / 240
## final cells by class
| cell class | instances | area (µm²) |
|---|---|---|
| inverter | 33 | 128 |
| fill | 369 | 1750 |
| clock inverter | 3 | 40.0 |
| clock buffer | 13 | 159 |
| timing repair buffer | 93 | 722 |
| sequential | 64 | 1600 |
| tap | 67 | 83.8 |
| multi-input combinational | 32 | 240 |
## layer usage
metal  GRT usage  share of wire  vias up
met1       0.245           0.50      594
met3      0.0479          0.077        5
met4      0.0327          0.013        0
met2       0.182           0.40       48
met5           0              0        -
li1            -              -      602
## flip-flops by register name, indices dropped and copies added, names as in the netlist
signal and cells:
data_q 32, edge_q 32
## per-stage QoR
step / cell area (µm²) / TNS [ns] / hold slack, ns
5_1_grt: 2970 / -6.83 / 0.00439
3_3_place_gp: 2790 / -16.57 / 0.433
6_report: 2970 / -4.92 / 0.0155
4_1_cts: 2910 / -6.22 / 0.100
3_5_place_dp: 2790 / -17.57 / 0.438
2_1_floorplan: 1970 / 0 / 0.231
## what timing repair did
action	CTS	global route
setup endpoints to repair	32	32
pin swaps	24	24
hold buffers	0	2
buffers inserted	15	4
gates resized	125	5
hold endpoints to repair	0	2
Power and IR drop assume default switching activity.
